`config.mk`:
```
export PLATFORM = sky130hd
export DESIGN_NAME = Register_File_Wrapper
export DESIGN_NICKNAME = Register_File_Wrapper
export VERILOG_FILES = /design/flow/design.v
export SDC_FILE = /design/flow/constraint.sdc
export NUM_CORES = 4
export LEC_CHECK = 1
export CORE_UTILIZATION = 30
```
`constraint.sdc`:
```
current_design Register_File_Wrapper

set clk_period 7.9
set clk_io_pct 0.2

create_clock -name clk0 -period $clk_period [get_ports {clk}]

set non_clock_inputs [all_inputs -no_clocks]
set_input_delay [expr $clk_period * $clk_io_pct] -clock clk0 $non_clock_inputs
set_output_delay [expr $clk_period * $clk_io_pct] -clock clk0 [all_outputs]
```
`design.v`:
```
module CP
#(
	parameter WIDTH = 32,
	parameter SELECTOR = 5
)
(
	input logic 	[SELECTOR-1:0] in,
	output logic 	[WIDTH-1:0] 	out
);
always_comb
	priority case(in)
		5'b00000	:	out = 32'b00000000_00000000_00000000_00000000;
		5'b00001	:	out = 32'b00000000_00000000_00000000_00000010;
		5'b00010	:	out = 32'b00000000_00000000_00000000_00000100;
		5'b00011	:	out = 32'b00000000_00000000_00000000_00001000;
		5'b00100	:	out = 32'b00000000_00000000_00000000_00010000;
		5'b00101	:	out = 32'b00000000_00000000_00000000_00100000;
		5'b00110	:	out = 32'b00000000_00000000_00000000_01000000;
		5'b00111	:	out = 32'b00000000_00000000_00000000_10000000;
		5'b01000	:	out = 32'b00000000_00000000_00000001_00000000;
		5'b01001	:	out = 32'b00000000_00000000_00000010_00000000;
		5'b01010	:	out = 32'b00000000_00000000_00000100_00000000;
		5'b01011	:	out = 32'b00000000_00000000_00001000_00000000;
		5'b01100	:	out = 32'b00000000_00000000_00010000_00000000;
		5'b01101	:	out = 32'b00000000_00000000_00100000_00000000;
		5'b01110	:	out = 32'b00000000_00000000_01000000_00000000;
		5'b01111	:	out = 32'b00000000_00000000_10000000_00000000;
		5'b10000	:	out = 32'b00000000_00000001_00000000_00000000;
		5'b10001	:	out = 32'b00000000_00000010_00000000_00000000;
		5'b10010	:	out = 32'b00000000_00000100_00000000_00000000;
		5'b10011	:	out = 32'b00000000_00001000_00000000_00000000;
		5'b10100	:	out = 32'b00000000_00010000_00000000_00000000;
		5'b10101	:	out = 32'b00000000_00100000_00000000_00000000;
		5'b10110	:	out = 32'b00000000_01000000_00000000_00000000;
		5'b10111	:	out = 32'b00000000_10000000_00000000_00000000;
		5'b11000	:	out = 32'b00000001_00000000_00000000_00000000;
		5'b11001	:	out = 32'b00000010_00000000_00000000_00000000;
		5'b11010	:	out = 32'b00000100_00000000_00000000_00000000;
		5'b11011	:	out = 32'b00001000_00000000_00000000_00000000;
		5'b11100	:	out = 32'b00010000_00000000_00000000_00000000;
		5'b11101	:	out = 32'b00100000_00000000_00000000_00000000;
		5'b11110	:	out = 32'b01000000_00000000_00000000_00000000;
		5'b11111	:	out = 32'b10000000_00000000_00000000_00000000;
	endcase
endmodule
module FF_D
#(
	parameter WIDTH = 32
)
(
	input logic 	[WIDTH-1:0]	d,
	input bit 						clk, rst, enable,
	output logic 	[WIDTH-1:0]	q
);
always@(posedge clk, negedge rst)
	begin
		if(!rst) begin
			q <= 0;
		end
		else if(enable) begin
			q <= d;
		end	
	end
endmodule
module FF_D_32
#(
	parameter WIDTH = 32
)
(
	input logic [WIDTH-1:0]					data, 
	input 		[WIDTH-1:0] 				and_i2,	 
	input bit									and_i1, 	 
	input bit 									clk, rst, 
	output logic [WIDTH-1:0][WIDTH-1:0] 	q
);
logic [WIDTH-1:0] and_o;	 
genvar i;
generate
	for (i = 0; i < 32; i++) begin: gen_flip_flops	
		FF_D FF_D_32 (
			.d(data),
			.clk(clk),
			.rst(rst),
			.enable(and_o[i]),
			.q(q[i])
		);
		and(
			and_o[i],
			and_i1,
			and_i2[i]
		);
	end
endgenerate
endmodule
module Mux_32
#(
	parameter WIDTH = 32,
	parameter SELECTOR = 5
)
(
	input 	[2**SELECTOR-1:0][WIDTH-1:0] 	data,
	input 	[SELECTOR-1:0]						select,
	output	[WIDTH-1:0] 						out
);
assign out = data[select];
endmodule 
module Register_File
#(
	parameter WIDTH = 32,
	parameter SELECTOR = 5
)
(
	input 						clk,
	input 						rst,
	input 						Reg_Write_i, 			 
	input [SELECTOR-1:0]		Read_Register_1_i, 	 
	input [SELECTOR-1:0]		Read_Register_2_i, 	 
	input [SELECTOR-1:0]		Write_Register_i,		 
	input [WIDTH-1:0]			Write_Data_i,			 
	output [WIDTH-1:0]		Read_Data_1_o,			 
	output [WIDTH-1:0]		Read_Data_2_o			 
);
logic [WIDTH-1:0][WIDTH-1:0] conection;
logic [WIDTH-1:0] cp_o;
CP CP(
	.in(Write_Register_i), 
	.out(cp_o)
);
FF_D_32 FF_D_32(
	.data(Write_Data_i), 
	.clk(clk), 
	.rst(rst), 
	.and_i1(Reg_Write_i), 
	.and_i2(cp_o), 
	.q(conection)
);
Mux_32 Read_data1(
	.select(Read_Register_1_i), 
	.data(conection),
	.out(Read_Data_1_o)
);
Mux_32 Read_data2(
	.select(Read_Register_2_i),
	.data(conection),
	.out(Read_Data_2_o)
);
endmodule 
module Register_File_Wrapper
#(
	parameter WIDTH = 32,
	parameter SELECTOR = 5
)
(
	input 						clk, 
	input 						rst, 
	input 						Reg_Write_i,
	input 	[SELECTOR-1:0]	Read_Register_1_i,
	input 	[SELECTOR-1:0]	Read_Register_2_i,
	input 	[SELECTOR-1:0]	Write_Register_i,
	input 	[WIDTH-1:0]		Write_Data_i,
	output 	[WIDTH-1:0]		Read_Data_1_o,
	output 	[WIDTH-1:0]		Read_Data_2_o
);
Register_File UUT(
	.clk(clk), 
	.rst(rst), 
	.Reg_Write_i(Reg_Write_i), 
	.Read_Register_1_i(Read_Register_1_i), 
	.Read_Register_2_i(Read_Register_2_i),
	.Write_Register_i(Write_Register_i), 
	.Write_Data_i(Write_Data_i), 
	.Read_Data_1_o(Read_Data_1_o), 
	.Read_Data_2_o(Read_Data_2_o) 
);
endmodule
```
`run.sh`:
```
#!/bin/bash
# OpenROAD 26Q1-2900-gdf79404cd8, Yosys 0.63+post, stock flow scripts
make -C /OpenROAD-flow-scripts/flow DESIGN_CONFIG=/design/flow/config.mk WORK_HOME=/design/flow/orfs finish
```
==> run summary <==
run results: Tmin final=6.76 ns, cts hold-fix bufs=0, routability congestion estimate from global placement=0.858, required time worst endpoint=approximately 6.3 ns, setup TNS=0 ns, #FFs+latches synth=slightly below 1000, first-pass GRT wire length=247000 um, post-CTS setup buffer count=0, Adder Share, Synth=0%, Ports=114, Worst Skew=0 ns, MUX area fraction=42.2%, dominant logic cell type in the layout=mux2_2, tool warnings=45, fp util=30.2%, Compound Share, Synth=6.33%, Max FO, Critical Path=51, Critical Path Slowest Stage Cell=o31ai_1, Root Driver=clkbuf_16, hold path start=UUT.FF_D_32.gen_flip_flops[12].FF_D_32.q[29]$_DFFE_PN0P_, worst hold path class=flop to flop, Critical Path End Type=output pin, clock tree sinks=992, synth warn=2, cts bufs inserted=101, synthesis area per yosys=approximately 0.053 mm2, share of layout cells above drive strength 1=between 40% and 50%, Slew Limit Fails=0, cycle use final=a little under nine tenths, endpoints failing hold=0, Max-area cell share=46.7%, vias in the first global route=around 36000, Max Cap Violations=0, DRT iter0 DRCs=2079, initial antenna violation count=9, Startpoint Class=primary input, DRC violations left=0, Top cells excl fill/tap=mux2_2, dfrtp_1, mux4_2, mux2i_1, a22o_1, Die Ht=around 420 um, Clock Tree Buf Depth=3, reg-to-reg startpoint=UUT.FF_D_32.gen_flip_flops[4].FF_D_32.q[20]$_DFFE_PN0P_, Site Rows=154, DRT antenna net count=0, post-synthesis cell count=3597, post-synthesis instance area=0.0532 mm2, XORs/XNORs by Area=0%, Insertion Delay late pin=0.70 ns, Routed WL per cell=between 20 and 30 um, most used cell, CP=buf_4, fillcell total=16800, largest net degree at the start of global routing=126, Reg with most FFs=UUT.FF_D_32.gen_flip_flops.FF_D_32.q, Yosys cell types=28, ys cells=3597, sequential share of the synthesized area=between 40% and 50%, vias per inst=5.59, Cell area leaders=dfrtp_1, mux2_2, mux4_2, Data arrival, critical path=roughly 5.2 ns, RSZ-0062 raised after global routing=no, post-layout power=15000 uW, chip area=0.179 mm2, slew margin rel.=between 30% and 40%, Synth logic family=multiplexers, leading area contributor after synthesis=dfrtp_1, Syn Area/Cell=14.8 um2, DRT Pass-1 Iters=5, Largest regs=UUT.FF_D_32.gen_flip_flops.FF_D_32.q: 992 flops, via count=between 30000 and 40000, Die Width=423 um, Max Clk Rate=148 MHz, area grow syn2layout=13.6%, Setup CP Type=primary input to output pin, Power Dens Cells=249 mW/mm2, area of the core=0.176 mm2, max reg flops=between 900 and 1000, outcome=finished, final reports clean, max incr delay on CP=between 0.7 and 0.8 ns, final setup fails=0, leakage power=0.0256 uW, Buffers on Ports=around 110, CTS tree=done, # H-tree levels=3, Post-CTS Resized=0, total gr overflow=0, Worst Setup SP=Read_Register_1_i[2], Simple-Gate Area Share=1.33%, Worst-Margin Slew=0.954 ns, critical-path cell list=buf_8, buf_4, buf_4, mux4_2, mux2i_1, and2_1, o31ai_1, buf_4, clkdlybuf4s50_1, wirelength, routed=166000 um, GRT Util Overall=about a fifth, Clock transition at path regs=0.06 ns, hpwl dp=around 100000 um, VDD IR max=~0.00017 V
==> kinds of logic (layout without fill, tap and decap cells) <==
family / after synthesis / in the layout
compound gates: 448 / 448
buf+inv: 399 / 432
mux: 1632 / 1632
flops: 992 / 992
other cells: 0 / 5
simple gates: 126 / 126
==> worst paths after layout <==
path / cells past startpoint / slack (ns) / end
max in group asynchronous: 3 / 5.35 / UUT.FF_D_32.gen_flip_flops[9].FF_D_32.q[19]$_DFFE_PN0P_
max reg2reg: 1 / 7.11 / UUT.FF_D_32.gen_flip_flops[4].FF_D_32.q[20]$_DFFE_PN0P_
min in group asynchronous: 1 / 0.82 / UUT.FF_D_32.gen_flip_flops[17].FF_D_32.q[6]$_DFFE_PN0P_
min reg2reg: 1 / 0.52 / UUT.FF_D_32.gen_flip_flops[12].FF_D_32.q[29]$_DFFE_PN0P_
min: 1 / 0.52 / UUT.FF_D_32.gen_flip_flops[12].FF_D_32.q[29]$_DFFE_PN0P_
max: 9 / 1.14 / Read_Data_1_o[5]
==> cells in the mapped netlist <==
cell      instances
a22o_1          192
nor2b_1           6
buf_4            34
nand3_1           2
o31ai_1          64
nor3_1            1
a211oi_1         64
nor3b_1           4
mux4_2          384
and2_1           66
or3b_2            1
buf_2            90
nor2_1           19
nand2b_1          2
o21ai_1          64
buf_1            56
clkbuf_1        207
mux2_2         1056
nand3b_1          4
buf_6            10
o22ai_1          64
inv_1             2
and3_1            1
dfrtp_1         992
or2_2             1
mux2i_1         192
and3b_1           1
nand2_1          18
==> layer usage <==
metal,wire length [um],share of wire (%),GRT usage [%],vias to the layer above
met5,60,0.036,0.323,-
li1,-,-,-,13900
met1,64600,39,25.4,17800
met4,6340,3.8,6.10,2
met2,77700,47,29.8,1397
met3,17600,11,8.67,332
==> area by class of cell <==
class / instances / area (um2) / area share [%]
flip-flops and latches: 992 / 24800 / 41.1
diodes: 5 / 12.5 / 0.0207
multi-input cells: 2206 / 26800 / 44.3
well taps: 2340 / 2930 / 4.85
inverters: 2 / 7.51 / 0.0124
repair buffers: 245 / 2340 / 3.88
clock buffers: 148 / 3030 / 5.01
clock inverters: 37 / 519 / 0.859
==> worst max-delay path, delay by kind of cell <==
kind | cells | cell delay, ns
buffers and inverters | 5 | 2.15
AOI/OAI and AO/OA | 1 | 0.76
and+or+nand+nor | 1 | 0.21
muxes | 2 | 0.38
==> stage by stage <==
| stage | hold WS (ns) | instance area [um2] | util [%] | std cells | setup WS (ns) |
|---|---|---|---|---|---|
| after detailed placement | 0.507 | 56900 | 32.3 | 5785 | 1.23 |
| final | 0.520 | 60400 | 34.3 | 5975 | 1.14 |
| after floorplan | 0.491 | 53200 | - | 3597 | 3.25 |
| after global placement | 0.500 | 56900 | 32.3 | 5785 | 1.22 |
| after global routing | 0.538 | 60400 | 34.3 | 5971 | 1.15 |
| after CTS | 0.521 | 60400 | 34.3 | 5970 | 1.20 |
==> power by group <==
part / switching (uW) / leakage, uW / internal (uW) / total (uW)
Sequential: 670 / 0.0127 / 6070 / 6740
Clock: 2110 / 0.00175 / 3040 / 5150
Combinational: 1220 / 0.0111 / 1910 / 3130
Total: 4000 / 0.0256 / 11000 / 15000
Power and IR drop assume default switching activity.
